$ cat design/flow/config.mk
export PLATFORM = sky130hd
export DESIGN_NAME = cpu
export DESIGN_NICKNAME = cpu
export VERILOG_FILES = /design/flow/design.v
export SDC_FILE = /design/flow/constraint.sdc
export NUM_CORES = 4
export LEC_CHECK = 1
export CORE_UTILIZATION = 30
$ cat design/flow/constraint.sdc
current_design cpu

set clk_period 7.9
set clk_io_pct 0.2

create_clock -name clk0 -period $clk_period [get_ports {clk}]

set non_clock_inputs [all_inputs -no_clocks]
set_input_delay [expr $clk_period * $clk_io_pct] -clock clk0 $non_clock_inputs
set_output_delay [expr $clk_period * $clk_io_pct] -clock clk0 [all_outputs]
$ cat design/flow/design.v
module ALU(
	input logic [1:0] i_ALU_Op,
	input logic [15:0] i_ALU_1,
	input logic [15:0] i_ALU_2,
	output logic [15:0] o_ALU_out,
	output o_N,
	output o_Z
);
	logic [15:0] ALU_out_temp;
	assign o_ALU_out = ALU_out_temp;
	assign o_N = o_ALU_out[15];
	assign o_Z = (o_ALU_out == 16'b0);
	always_comb begin
		case(i_ALU_Op)
			2'b00: ALU_out_temp = i_ALU_1 + i_ALU_2;
			2'b01: ALU_out_temp = i_ALU_1 - i_ALU_2;
			2'b10: ALU_out_temp = 2*i_ALU_2;
			2'b11: ALU_out_temp = i_ALU_1;
		endcase
	end
endmodule
module RF(
	input i_RF_write,
	input clk,
	input rst,
	input logic [2:0] i_reg_y,
	input logic [2:0] i_reg_x,
	input logic [2:0] i_reg_w,
	input logic [15:0] i_data_w,
	output logic [15:0] o_data_1,
	output logic [15:0] o_data_2
);
	logic [15:0] r0;
	logic [15:0] r1;
	logic [15:0] r2;
	logic [15:0] r3;
	logic [15:0] r4;
	logic [15:0] r5;
	logic [15:0] r6;
	logic [15:0] r7;
	logic [15:0] data_temp_1;
	logic [15:0] data_temp_2;
	assign o_data_1 = data_temp_1;
	assign o_data_2 = data_temp_2;
	always_comb begin
		case(i_reg_x)
			3'b000: data_temp_1 = r0;
			3'b001: data_temp_1 = r1;
			3'b010: data_temp_1 = r2;
			3'b011: data_temp_1 = r3;
			3'b100: data_temp_1 = r4;
			3'b101: data_temp_1 = r5;
			3'b110: data_temp_1 = r6;
			3'b111: data_temp_1 = r7;
		endcase
		case(i_reg_y)
			3'b000: data_temp_2 = r0;
			3'b001: data_temp_2 = r1;
			3'b010: data_temp_2 = r2;
			3'b011: data_temp_2 = r3;
			3'b100: data_temp_2 = r4;
			3'b101: data_temp_2 = r5;
			3'b110: data_temp_2 = r6;
			3'b111: data_temp_2 = r7;
		endcase
	end
	always_ff @(posedge clk or posedge rst) begin
		if(rst) begin
			r0 = 16'b0;
			r1 = 16'b0;
			r2 = 16'b0;
			r3 = 16'b0;
			r4 = 16'b0;
			r5 = 16'b0;
			r6 = 16'b0;
			r7 = 16'b0;
		end else begin 
			if(i_RF_write) begin
				case(i_reg_w)
					3'b000: r0 = i_data_w;
					3'b001: r1 = i_data_w;
					3'b010: r2 = i_data_w;
					3'b011: r3 = i_data_w;
					3'b100: r4 = i_data_w;
					3'b101: r5 = i_data_w;
					3'b110: r6 = i_data_w;
					3'b111: r7 = i_data_w;
				endcase
			end
		end
	end
endmodule
module control(
	input rst,
	input clk, 
	input i_N,
	input i_Z,
	input [3:0] i_instr,
	input i_imm,
	input i_mem_wait,  
	input i_mem_rddatavalid,  
	output logic o_PC_write,
	output logic o_Addr_sel,
	output logic o_mem_rd,
	output logic o_mem_wr,
	output logic o_MDR_load,
	output logic o_IR_load,
	output logic o_OpA_sel,
	output logic o_OpAB_load,
	output logic [1:0] o_ALU_1_sel,
	output logic [1:0] o_ALU_2_sel,
	output logic [1:0] o_ALUop_sel,
	output logic o_ALU_out,
	output logic o_RF_write,
	output logic o_RF_write_call,
	output logic o_Reg_in,
	output logic o_Flag_write,
	output logic o_mov_hi
);
	enum int unsigned 
	{ 
		S_RESET,
		S_FETCH,
		S_DECODE,
		S_ADD_ADDI,
		S_SAVE_MULTIPLY,
		S_LOAD_OPB,
		S_SAVE_PC,
		S_SAVE_REG,
		S_SUB_SUBI_CMP_CMPI,
		S_LD,
		S_LD_SAVE,
		S_LD_SAVE2,		
		S_ST,
		S_MV_MVI_MVHI,
		S_JR_JZ_JN,
		S_JR_JZ_JN_IMM,
		S_CALL,
		S_SAVE_REG_PC,
		S_FETCH_JMP_CALL,
		S_RX_TO_PC,
		S_DATA,
		S_SAVE_REG_PC_2,
		S_JUMP_TO_PC
	} state, nextstate;
	always_ff @ (posedge clk or posedge rst) begin
		if(rst) state <= S_RESET;
		else state <= nextstate;
	end 
	always_comb begin
		nextstate = state;
		o_PC_write = 1'b0;
		o_Addr_sel = 1'b0;
		o_mem_rd = 1'b0;
		o_mem_wr = 1'b0;
		o_MDR_load = 1'b0;
		o_IR_load = 1'b0;
		o_OpA_sel = 1'b0;
		o_OpAB_load = 1'b0;
		o_ALU_1_sel = 2'b0;
		o_ALU_2_sel = 2'b0;
		o_ALUop_sel= 2'b0;
		o_ALU_out = 1'b0;
		o_RF_write = 1'b0;
		o_Reg_in = 1'b0;
		o_Flag_write = 1'b0;
		o_RF_write_call = 1'b0;
		o_mov_hi = 1'b0;
		case(state)
			S_RESET: begin
				nextstate = S_FETCH;
			end
			S_FETCH: begin
				o_PC_write = 1'b1;
				o_Addr_sel = 1'b1;
				o_mem_rd = 1'b1;    
				o_ALU_2_sel = 2'b01;
				nextstate = i_mem_wait ? state : S_DATA;
			end
			S_DATA: begin 
				o_IR_load = 1'b1;
				nextstate = i_mem_rddatavalid ? S_DECODE : state;
			end 
			S_DECODE: begin
				o_OpAB_load = 1'b1;
				if(i_instr == 4'b0001) 
					nextstate = S_ADD_ADDI;
				else if(i_instr == 4'b0010 | i_instr == 4'b0011)
					nextstate = S_SUB_SUBI_CMP_CMPI;
				else if(i_instr == 4'b0100)
					nextstate = S_LD;
				else if(i_instr == 4'b0101)
					nextstate = S_ST;
				else if(i_instr == 4'b0000 | i_instr == 4'b0110)
					nextstate = S_MV_MVI_MVHI;
				else if(i_instr == 4'b1000 | i_instr == 4'b1001 | i_instr == 4'b1010)
					nextstate = S_JR_JZ_JN;
				else if(i_instr == 4'b1100)
					nextstate = S_CALL;
			end
			S_ADD_ADDI: begin 
				if (i_imm) o_ALU_2_sel = 2'b10; 
				o_ALU_1_sel = 2'b01;
				o_ALU_out = 1'b1;
				o_Flag_write = 1'b1;
				nextstate = S_SAVE_REG;
			end 
			S_SAVE_REG: begin 
				o_RF_write = 1'b1;
				nextstate = S_FETCH;
			end 
			S_SAVE_MULTIPLY: begin 
				o_ALU_2_sel = 2'b11;
				o_ALU_out = 1'b1;
				o_ALUop_sel = 2'b10;
				nextstate = S_SAVE_REG_PC; 
			end 
			S_SAVE_REG_PC: begin
				o_RF_write = 1'b1;
				nextstate = S_LOAD_OPB;
			end
			S_LOAD_OPB: begin
				o_OpAB_load = 1'b1;
				nextstate = S_SAVE_PC;
			end
			S_SAVE_PC: begin
				o_PC_write = 1'b1;
				nextstate = S_FETCH;
			end
			S_SUB_SUBI_CMP_CMPI: begin 
				if (i_imm) begin 
					o_ALU_1_sel = 2'b01; 
					o_ALU_2_sel = 2'b10; 
					o_ALUop_sel = 2'b01; 
					o_ALU_out = 1'b1; 
					o_Flag_write = 1'b1; 
					if (i_instr == 4'b0010)
						nextstate = S_SAVE_REG; 
					else if (i_instr == 4'b0011)
						nextstate = S_FETCH; 
				end else begin 
					o_ALU_1_sel = 2'b01; 
					o_ALUop_sel = 2'b01; 
					o_ALU_out = 1'b1; 
					o_Flag_write = 1'b1; 
					if (i_instr == 4'b0010)
						nextstate = S_SAVE_REG; 
					else if (i_instr == 4'b0011)
						nextstate = S_FETCH; 
				end
			end 
			S_LD: begin 
				o_mem_rd = 1'b1;  
				nextstate = i_mem_wait ? state : S_LD_SAVE; 
			end
			S_LD_SAVE: begin
				o_MDR_load = 1'b1;
				nextstate = i_mem_rddatavalid ? S_LD_SAVE2 : state;
			end
			S_LD_SAVE2: begin 
				o_ALU_out = 1'b1;
				o_RF_write = 1'b1;
				o_Reg_in = 1'b1;
				nextstate = S_FETCH; 
			end 
			S_ST: begin
				o_mem_wr = 1'b1;  
				nextstate = i_mem_wait ? state : S_FETCH; 
			end
			S_MV_MVI_MVHI: begin
				if(i_instr == 4'b0000) begin
					if(i_imm) o_ALU_2_sel = 2'b10;
					else o_ALU_2_sel = 2'b00;
					o_ALU_1_sel = 2'b11;  
					o_ALUop_sel = 2'b00;
					o_ALU_out = 1'b1;
					nextstate = S_SAVE_REG;
				end 
				else if(i_instr == 4'b0110 && i_imm) begin
					o_mov_hi = 1'b1;
					o_ALUop_sel = 2'b00;
					o_ALU_out = 1'b1;
					nextstate = S_SAVE_REG;	
				end 
			end
			S_FETCH_JMP_CALL: begin
				o_PC_write = 1'b1;
				o_ALU_1_sel = 2'b00;
				o_ALU_2_sel = 2'b11;
				o_ALU_out = 1'b1;
				nextstate = S_FETCH; 
			end
			S_JR_JZ_JN: begin
				if(i_instr == 4'b1000) begin
					if(i_imm) nextstate = S_FETCH_JMP_CALL;
					else begin
						o_PC_write = 1'b1;
						o_ALU_1_sel = 2'b01;
						o_ALUop_sel = 2'b11;
						nextstate = S_FETCH;
					end
				end
				if(i_instr == 4'b1001) begin
					if(i_Z) begin
						if(i_imm) nextstate = S_FETCH_JMP_CALL;
						else begin
							o_PC_write = 1'b1;
							o_ALU_1_sel = 2'b01;
							o_ALUop_sel = 2'b11;
							nextstate =  S_FETCH;
						end
					end
					else nextstate = S_FETCH;
				end
				if(i_instr == 4'b1010) begin
					if(i_N) begin
						if(i_imm) nextstate = S_FETCH_JMP_CALL;
						else begin
							o_PC_write = 1'b1;
							o_ALU_1_sel = 2'b01;
							o_ALUop_sel = 2'b11;
							nextstate =  S_FETCH;
						end
					end
					else nextstate = S_FETCH;
				end
			end
			S_CALL: begin
				o_ALU_1_sel = 1'b0;
				o_ALUop_sel = 2'b11;
				o_ALU_out = 1'b1;
				nextstate = S_SAVE_REG_PC_2;
			end
			S_SAVE_REG_PC_2: begin
				o_RF_write = 1'b1;
				o_RF_write_call = 1'b1;
				if(i_imm) nextstate = S_FETCH_JMP_CALL;
				else nextstate = S_RX_TO_PC;
			end
			S_RX_TO_PC: begin
				o_PC_write = 1'b1;
				o_ALU_1_sel = 2'b01;
				nextstate = S_FETCH;
			end
		endcase
	end
endmodule
module cpu(
	input clk,
	input reset,
	input logic [15:0] i_mem_rddata,
	input logic i_mem_wait,  
	input logic i_mem_rddatavalid,  
	output logic [15:0] o_mem_wrdata,
	output logic [15:0] o_mem_addr,
	output logic o_mem_rd,
	output logic o_mem_wr
);
	logic PC_write;
	logic Addr_sel;
	logic mem_rd;
	logic mem_wr;
	logic MDR_load;
	logic IR_load;
	logic OpA_sel;
	logic OpAB_load;
	logic [1:0] ALU_1_sel;
	logic [1:0] ALU_2_sel;
	logic [1:0] ALUop_sel;
	logic ALU_out;
	logic RF_write;
	logic Reg_in;
	logic Flag_write;
	logic RF_write_call;
	logic mov_hi;
	logic N, Z, imm;
	logic [3:0] instr;
	datapath data(
		.rst(reset),
		.clk(clk), 
		.i_mem_rddata(i_mem_rddata),
		.i_PC_write(PC_write),
		.i_Addr_sel(Addr_sel),
		.i_mem_wr(mem_wr),
		.i_MDR_load(MDR_load),
		.i_IR_load(IR_load),
		.i_OpA_sel(OpA_sel),
		.i_OpAB_load(OpAB_load),
		.i_ALU_1_sel(ALU_1_sel),
		.i_ALU_2_sel(ALU_2_sel),
		.i_ALUop_sel(ALUop_sel),
		.i_ALU_out(ALU_out),
		.i_RF_write(RF_write),
		.i_Reg_in(Reg_in),
		.i_Flag_write(Flag_write),
		.i_RF_write_call(RF_write_call),
		.i_mov_hi(mov_hi),
		.o_N(N),
		.o_Z(Z),
		.o_instr(instr),
		.o_mem_wrdata(o_mem_wrdata),
		.o_mem_addr(o_mem_addr),
		.o_mem_rd(mem_rd),
		.o_mem_wr(mem_wr),
		.o_imm(imm)
	);
	control control(
		.rst(reset),
		.clk(clk),
		.i_N(N),
		.i_Z(Z),
		.i_instr(instr),
		.i_imm(imm),
		.i_mem_wait(i_mem_wait),
		.i_mem_rddatavalid(i_mem_rddatavalid),  
		.o_PC_write(PC_write),
		.o_Addr_sel(Addr_sel),
		.o_mem_rd(o_mem_rd),
		.o_mem_wr(o_mem_wr),
		.o_MDR_load(MDR_load),
		.o_IR_load(IR_load),
		.o_OpA_sel(OpA_sel),
		.o_OpAB_load(OpAB_load),
		.o_ALU_1_sel(ALU_1_sel),
		.o_ALU_2_sel(ALU_2_sel),
		.o_ALUop_sel(ALUop_sel),
		.o_ALU_out(ALU_out),
		.o_RF_write(RF_write),
		.o_Reg_in(Reg_in),
		.o_Flag_write(Flag_write),
		.o_RF_write_call(RF_write_call),
		.o_mov_hi(mov_hi)
	);
endmodule
module datapath(
	input rst,
	input clk, 
	input logic [15:0] i_mem_rddata,
	input logic i_PC_write,
	input logic i_Addr_sel,
	input logic i_mem_wr,
	input logic i_MDR_load,
	input logic i_IR_load,
	input logic i_OpA_sel,
	input logic i_OpAB_load,
	input logic [1:0] i_ALU_1_sel,
	input logic [1:0] i_ALU_2_sel,
	input logic [1:0] i_ALUop_sel,
	input logic i_ALU_out,
	input logic i_RF_write,
	input logic i_Reg_in,
	input logic i_Flag_write,
	input logic i_RF_write_call,
	input logic i_mov_hi,
	output logic o_N,
	output logic o_Z,
	output logic [3:0] o_instr,
	output logic [15:0] o_mem_wrdata,
	output logic [15:0] o_mem_addr,
	output logic o_mem_rd,
	output logic o_mem_wr,
	output logic o_imm
);
	logic [15:0] ALU_in1;
	logic [15:0] ALU_in2;
	logic [15:0] ALU_out; 
	logic N_temp; 
	logic Z_temp;
	ALU ALU_inst(
		.i_ALU_Op(i_ALUop_sel),
		.i_ALU_1(ALU_in1),
		.i_ALU_2(ALU_in2),
		.o_ALU_out(ALU_out), 
		.o_Z(Z_temp),
		.o_N(N_temp)
	);
	always @ (posedge clk or posedge rst) begin 
		if (rst) begin 
			o_N <= 0;
			o_Z <= 0;
		end 
		else begin 
			if (i_Flag_write) begin 
				o_N <= N_temp; 
				o_Z <= Z_temp; 
			end 
		end 
	end 
	logic [2:0] reg_y;
	logic [2:0] reg_x; 
	logic [2:0] reg_w;
	logic [15:0] data_w; 
	logic [15:0] data_1;
	logic [15:0] data_2; 
	RF RF_inst (
		.i_RF_write(i_RF_write),
		.clk(clk),
		.rst(rst),
		.i_reg_y(reg_y),
		.i_reg_x(reg_x),
		.i_reg_w(reg_w),
		.i_data_w(data_w),
		.o_data_1(data_1),
		.o_data_2(data_2)
	); 
	logic [15:0] PC;
	logic [15:0] IR;
	logic [15:0] MDR; 
	logic [7:0] imm8; 
	logic [10:0] imm11; 
	logic [15:0] opA;
	logic [15:0] opB;
	logic [15:0] ALU_out_reg;
	logic [15:0] imm8_reg, imm11_reg; 
	assign imm8 = IR[15:8];
	assign imm11 = IR[15:5];
	assign imm8_reg = $signed(imm8);
	assign imm11_reg = {imm11[10], imm11[10], imm11[10], imm11[10], imm11, 1'b0};
	assign o_mem_addr = i_Addr_sel ? PC : opB;
	assign reg_x = i_OpA_sel ? 3'd1 : IR[7:5];
	assign reg_y = IR[10:8];
	assign reg_w = i_RF_write_call ? 3'b111 : reg_x;
	assign data_w = i_Reg_in ? MDR : ALU_out_reg;
	assign o_instr = IR[4:0];
	assign o_imm = IR[4]; 
	assign o_mem_wrdata = opA;
	always_comb begin
		case(i_ALU_1_sel) 
			2'b00: ALU_in1 = PC;
			2'b01: ALU_in1 = opA;
			2'b11: ALU_in1 = 16'b0;
			default: ALU_in1 = 1'b0;
		endcase
		case(i_ALU_2_sel)
			2'b00: ALU_in2 = opB;
			2'b01: ALU_in2 = 16'd2;
			2'b10: ALU_in2 = imm8_reg;
			2'b11: ALU_in2 = imm11_reg;
		endcase
	end
	always_ff @ (posedge clk) begin 
		if (rst) begin
			PC <= 16'b0; 
			IR <= 16'b0; 
			MDR <= 16'b0;
			opA <= 16'b0;
			opB <= 16'b0;
			ALU_out_reg <= 16'b0;
		end
		if(i_PC_write) PC <= ALU_out;
		if(i_IR_load) IR <= i_mem_rddata;
		if(i_OpAB_load) begin
			opA <= data_1;
			opB <= data_2;
		end
		if(i_MDR_load) MDR <= i_mem_rddata;
		if(i_ALU_out) begin
			if(i_mov_hi) ALU_out_reg <= {imm8,opA[7:0]};
			else ALU_out_reg <= ALU_out;
		end
	end 
endmodule
$ cat design/flow/run.sh
#!/bin/bash
# OpenROAD 26Q1-2900-gdf79404cd8, Yosys 0.63+post, stock flow scripts
make -C /OpenROAD-flow-scripts/flow DESIGN_CONFIG=/design/flow/config.mk WORK_HOME=/design/flow/orfs finish
==> out/summary.log <==
[status] result of the run finished clean
[route] average wire per cell in the routed design 20.7 microns
[logic_synthesis] number of cells in the yosys synthesis report 1402
[pwr] ratio of total power to cell area 451 mW/mm^2
[setup_path] required time of the critical path 8.20 ns
[setup_path] critical path launch point type flop
[setup_path] type of destination of the critical path flop
[final_timing] Hold WS 0.478 ns
[floorplan] horizontal die dimension 212 microns
[logic_synthesis] total cell area reported by yosys after synthesis 0.0133 sq mm
[cells_and_area] flip-flop count of the largest register, all copies and words added 17
[placed_design] routability cong. 0.946
[grt] GRT overflow 0
[placed_design] PortBufs 53
[route] total detailed-routing wirelength 42.0 mm
[clock_network] post-CTS repair timing setup buffer count 0
[final_timing] measured slew at the worst slew-check pin 0.981 ns
[floorplan] total core area 0.0434 sq mm
[pwr] Leakage 6.16 nW
[pwr] Comb pwr share 48.7%
[final_timing] final period utilization 70.0%
[cells_and_area] share of final-layout standard cells stronger than drive strength 1 10.8%
[clock_network] clock tree from TritonCTS yes
[final_timing] Tmin final 5.53 ns
[placed_design] pre-CTS setup slack 2.48 ns
[logic_synthesis] synthesized cell area 0.0133 sq mm
[grt] antenna violations before repair 0
[grt] first-pass GRT wire length 64.2 mm
[logic_synthesis] Yosys warning total 4
[logic_synthesis] Syn Inst Count 1402
[final_timing] final tally of setup violations 0
[final_timing] final worst slack 2.37 ns
[final_timing] Max Clk Rate 181 MHz
[pwr] Flop pwr share 33.3%
[floorplan] Die Ht 212 microns
[setup_path] worst reg2reg setup slack 2.37 ns
[clock_network] clock edge transition at the registers on the reported setup and hold paths 0.07 ns
[logic_synthesis] main flop type sky130_fd_sc_hd__dfrtp_1
[placed_design] placed standard-cell area 0.0145 sq mm
[cells_and_area] number of standard cells in the layout, taps in and fillers out 2035
[clock_network] H-tree levels 1
[pwr] maximum ir drop on the vdd rail 0.000218 V
[floorplan] # IOs 54
[run] maxcap violations 0
[route] first-iteration detailed-routing DRC count 822
[final_timing] Total Negative Setup Slacks 0 ns
[floorplan] effective utilization at floorplan 30.6%
[final_timing] relative slew slack 34.2%
[setup_path] largest fanout on the critical path 11
[pwr] Overall Power 6.95 mW
[logic_synthesis] Mapped Avg Cell Area 9.47 sq um
[route] Pre-antenna DRT Iters 7
[placed_design] Cell Count Post-Placement 1985
[route] via count 10900
[route] routed via count divided by cell count 5.36
[floorplan] die area 0.0451 sq mm
[setup_path] kind of critical path flop to flop
[final_timing] unrepaired setup endpoints after global routing no
[logic_synthesis] sequential-to-total area share from yosys stat 49.4%
[run] number of logged tool warnings 25
[route] Inserted Diodes 0
[final_timing] final-report hold violation count 0
[pwr] NetSw 2.92 mW
[logic_synthesis] number of enable-type register cells in the synthesized netlist 96
[clock_network] number of hold-repair buffers added at the cts stage 0
[pwr] part of the total power dissipated in the clock network 18.0%
[route] number of antenna-violating nets in the routed design 0
[grt] pin count of the biggest net entering global routing 64
[setup_path] worst endpoint data arrival time 5.83 ns
[floorplan] number of placement rows 76
[grt] Total Routing Usage GR 19.7%
[placed_design] HPWL after detailed placement 29.0 mm
[logic_synthesis] post-synthesis sequential element count 243
[clock_network] TritonCTS buffer count 28
[route] number of remaining DRC errors 0
[cells_and_area] largest register by flop count control.state
[pwr] Int Power 4.03 mW
[final_timing] total count of max-transition violations in the final report 0
[clock_network] Clock Path Buffers 3
[cells_and_area] Layout area overhead 16.0%
[cells_and_area] Post-Route Utilization 35.5%
[clock_network] count of cells resized by post-cts repair 0
[logic_synthesis] post-synthesis async set-or-reset flop share 60.5%
[clock_network] clock latency of the later-clocked register in the worst-skew pair 0.56 ns
[cells_and_area] post-layout instance area 0.0154 sq mm
[clock_network] Clk Tree Root Cell sky130_fd_sc_hd__clkbuf_16
[final_timing] worst clock skew on the final layout 0.00903 ns
[grt] number of global-route vias before repair 10500
[pwr] Sw Ratio 42.0%
[worst_hold_path] Hold Path Class flop to flop
[logic_synthesis] number of distinct library cell variants in the gate-level netlist after synthesis 72
[clock_network] clock sinks 243
[critical path: stages, from the launching register on]
cell and delay [ns]:
sky130_fd_sc_hd__dfrtp_1 0.57, sky130_fd_sc_hd__or2_0 0.48, sky130_fd_sc_hd__a221o_1 0.54, sky130_fd_sc_hd__inv_1 0.16, sky130_fd_sc_hd__o22ai_1 0.23, sky130_fd_sc_hd__ha_1 0.20, sky130_fd_sc_hd__o211ai_1 0.12, sky130_fd_sc_hd__o21ai_0 0.24
sky130_fd_sc_hd__xnor2_1 0.21, sky130_fd_sc_hd__ha_1 0.35, sky130_fd_sc_hd__a211oi_1 0.45, sky130_fd_sc_hd__nand2_1 0.09, sky130_fd_sc_hd__o211ai_1 0.27, sky130_fd_sc_hd__a21boi_0 0.15, sky130_fd_sc_hd__o21ba_2 0.23, sky130_fd_sc_hd__o31ai_1 0.32
sky130_fd_sc_hd__or3_1 0.18, sky130_fd_sc_hd__nand3_2 0.11, sky130_fd_sc_hd__xor2_2 0.26, sky130_fd_sc_hd__a211oi_1 0.10
[metal layers]
metal	vias up	global-route usage [%]	part of all wire, %
li1	5087	-	-
met1	5268	28.9	43
met2	464	28.9	44
met3	80	6.30	9.2
met4	0	5.16	3.2
met5	-	0	0
[layout by cell type, fill, tap and decap left out, types with 4 or more instances in the layout]
cell	instances
sky130_fd_sc_hd__nor2b_1	6
sky130_fd_sc_hd__xor2_1	7
sky130_fd_sc_hd__ha_1	16
sky130_fd_sc_hd__clkbuf_8	4
sky130_fd_sc_hd__and3_1	6
sky130_fd_sc_hd__or2_2	4
sky130_fd_sc_hd__clkbuf_16	28
sky130_fd_sc_hd__nand3_1	13
sky130_fd_sc_hd__o22ai_1	19
sky130_fd_sc_hd__and2_1	39
sky130_fd_sc_hd__buf_4	40
sky130_fd_sc_hd__xnor2_1	15
sky130_fd_sc_hd__mux4_2	9
sky130_fd_sc_hd__a21oi_1	163
sky130_fd_sc_hd__o21ai_0	144
sky130_fd_sc_hd__mux2i_1	58
sky130_fd_sc_hd__mux2_2	37
sky130_fd_sc_hd__dfrtp_1	146
sky130_fd_sc_hd__or3_1	6
sky130_fd_sc_hd__o221a_2	5
sky130_fd_sc_hd__a22o_1	10
sky130_fd_sc_hd__nor2_1	190
sky130_fd_sc_hd__nand2_1	149
sky130_fd_sc_hd__o21a_1	7
sky130_fd_sc_hd__nor4_1	5
sky130_fd_sc_hd__inv_1	29
sky130_fd_sc_hd__a211oi_1	25
sky130_fd_sc_hd__edfxtp_1	96
sky130_fd_sc_hd__clkinv_2	4
sky130_fd_sc_hd__clkinv_1	4
sky130_fd_sc_hd__nor3_1	7
sky130_fd_sc_hd__nand2b_1	12
sky130_fd_sc_hd__clkdlybuf4s50_1	53
sky130_fd_sc_hd__clkbuf_1	6
sky130_fd_sc_hd__a221oi_1	15
sky130_fd_sc_hd__o211ai_1	7
[cell usage after synthesis (7+ instances only)]
| library cell | instances | area [sq um] |
|---|---|---|
| sky130_fd_sc_hd__mux4_2 | 9 | 203 |
| sky130_fd_sc_hd__o21ai_0 | 144 | 721 |
| sky130_fd_sc_hd__nand2b_1 | 12 | 75.1 |
| sky130_fd_sc_hd__xnor2_1 | 15 | 131 |
| sky130_fd_sc_hd__a22o_1 | 10 | 87.6 |
| sky130_fd_sc_hd__dfrtp_1 | 146 | 3650 |
| sky130_fd_sc_hd__mux2i_1 | 58 | 581 |
| sky130_fd_sc_hd__edfxtp_1 | 96 | 2880 |
| sky130_fd_sc_hd__xor2_1 | 7 | 61.3 |
| sky130_fd_sc_hd__inv_1 | 30 | 113 |
| sky130_fd_sc_hd__o22ai_1 | 19 | 119 |
| sky130_fd_sc_hd__o211ai_1 | 7 | 52.6 |
| sky130_fd_sc_hd__buf_2 | 8 | 40.0 |
| sky130_fd_sc_hd__a21oi_1 | 163 | 816 |
| sky130_fd_sc_hd__clkbuf_1 | 80 | 300 |
| sky130_fd_sc_hd__nor2_1 | 191 | 717 |
| sky130_fd_sc_hd__and2_1 | 39 | 244 |
| sky130_fd_sc_hd__nor3_1 | 8 | 40.0 |
| sky130_fd_sc_hd__nand3_1 | 13 | 65.1 |
| sky130_fd_sc_hd__mux2_2 | 37 | 417 |
| sky130_fd_sc_hd__nor4_1 | 8 | 50.1 |
| sky130_fd_sc_hd__a221oi_1 | 15 | 131 |
| sky130_fd_sc_hd__o21a_1 | 7 | 52.6 |
| sky130_fd_sc_hd__nand2_1 | 149 | 559 |
| sky130_fd_sc_hd__a211oi_1 | 25 | 188 |
| sky130_fd_sc_hd__ha_1 | 16 | 200 |
[power by group through the flow]
stage	Clock, mW	Sequential, mW	Combinational (mW)
after CTS	1.27	2.31	3.37
after global routing	1.32	2.39	3.76
final	1.25	2.32	3.39
[cells by family after synthesis]
group	after synthesis	share of synthesized area, %
AOI/OAI and AO/OA	427	19.1
xor gates and xnor gates	23	1.57
adders and majority gates	18	1.73
buffers and inverters	126	3.69
DFF	243	49.4
muxes	104	9.04
other	1	0.0282
and+or+nand+nor	460	15.4
[path summary, 6_finish.rpt]
check / to / depth (start not counted) / startpoint
max: data.ALU_out_reg[15] / 19 / control.state[2]
min: control.state[11] / 0 / control.state[1]
max reg2reg: data.ALU_out_reg[15] / 19 / control.state[2]
min reg2reg: control.state[11] / 0 / control.state[1]
max in group asynchronous: data.RF_inst.r5[13] / 3 / reset
min in group asynchronous: data.RF_inst.r0[0] / 2 / reset
[final cells by class]
class | instances | area, sq um
Clock buffer | 38 | 778
Clock inverter | 12 | 103
Inverter | 31 | 121
Sequential cell | 243 | 6560
Timing Repair Buffer | 93 | 831
Tap cell | 585 | 732
Multi-Input combinational cell | 1033 | 6280
Fill cell | 4373 | 28000
Power is estimated from default activity; no workload was simulated.
